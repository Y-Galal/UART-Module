==> ./design.v <==
`timescale 10ns / 1ps
module Uart(input clock, 
				input Rx, 
				input Tx_Start, 
				input [7:0] Tx_data, 
				output wire [7:0] Rx_data, 
				output wire Tx,
				output wire error ,
				output wire Tx_Busy);
	rx Receiver(	.clock(clock), .rx_in(Rx), .error(error), .Rx(Rx_data));
	tx Transmitter( .Data_to_send(Tx_data), .Tx_Start(Tx_Start),	.clock(clock),	.Tx(Tx), .Tx_Busy(Tx_Busy));
endmodule
`timescale 10ns / 1ps
module rx(input clock , input rx_in, output reg error, output reg [7:0]Rx );
		parameter Idle_state = 2'b00;		 
		parameter Data_state = 2'b01;
		parameter Parity_state=2'b10;
		reg [1:0]state = Idle_state;
		reg [2:0]counter=3'b000;
		reg [7:0]data_received=8'b00000000;
		reg [8:0] clk_per_bit_counter = 9'd433;    
		always@(posedge clock)
		begin
			case(state)
				Idle_state:				 
				begin
						if(rx_in == 1'b0) 						 
						begin
							clk_per_bit_counter<= clk_per_bit_counter-1'b1;
							if(clk_per_bit_counter == 0)		 
							begin
								clk_per_bit_counter <=9'd433;
								state<=Data_state;	
							end
						end
						else state<= Idle_state;
				end
				Data_state:			 
				begin
						clk_per_bit_counter<= clk_per_bit_counter-1'b1;
						if(clk_per_bit_counter == 0)
						begin
							clk_per_bit_counter <=9'd433;
							counter <= counter + 3'b001;		 
							if(counter == 3'b111) 	
							begin 
								state<=Parity_state;	 
								counter<= 3'b000;
							end
						end
						else 
						begin
							data_received[counter] <= rx_in;	 
						end
				end
				Parity_state:		 
				begin
							if(rx_in == ^data_received)
							begin	
								error<=1'b0;			
								Rx<= data_received;		 
							end
							else 
							begin
								error <=1'b1;	 
							end
							state<= Idle_state;
							data_received<=8'b00000000;		 
						end
				default: 
					begin 
					state<=Idle_state;
					end
			endcase
		end
endmodule
`timescale 10ns / 1ps
module tx(input [7:0] Data_to_send, input Tx_Start, input clock, output reg Tx, output reg Tx_Busy     );
		parameter Idle_state = 2'b00;	 
		parameter StartBit_state = 2'b01;
		parameter Data_state = 2'b10;
		parameter Parity_state=2'b11;
		reg [1:0]state = Idle_state;
		reg [2:0]counter=3'b000;
		reg [8:0] clk_per_bit_counter = 9'd433;    
		always@(posedge clock)
			begin
			case(state)
				Idle_state:
				begin
						Tx<= 1'b1;
						Tx_Busy<=1'b0;
						if(Tx_Start==1'b1)		 
						begin
							state<= StartBit_state;
							Tx_Busy<=1'b1;
						end
				end
				StartBit_state:
				begin
						Tx<=1'b0;						 
						clk_per_bit_counter <= clk_per_bit_counter-1'b1;
						if(clk_per_bit_counter == 9'd0)
						begin
							clk_per_bit_counter <=9'd433;
							state<=Data_state;		
						end	
				end
				Data_state:
				begin	
						Tx <= Data_to_send[counter];				 
						clk_per_bit_counter <= clk_per_bit_counter-1'b1;
						if(clk_per_bit_counter == 9'd0)
						begin
								clk_per_bit_counter <=9'd433;
								counter <= counter + 3'b001;
								if(counter == 3'b111) 
								begin 
									state<=Parity_state;
									counter<= 3'b000;
								end
						end	
				end
				Parity_state:
				begin
						Tx<= ^Data_to_send;			 
						clk_per_bit_counter <= clk_per_bit_counter-1'b1;
						if(clk_per_bit_counter-1 == 9'd0)
							begin
								clk_per_bit_counter <=9'd433;
								state<= Idle_state;
							end	
				end
				default: 
					begin 
						state<= Idle_state;
					end
			endcase
		end
endmodule
==> ./run.sh <==
#!/bin/bash
# OpenROAD 26Q1-2900-gdf79404cd8, Yosys 0.63+post, stock flow scripts
make -C /OpenROAD-flow-scripts/flow DESIGN_CONFIG=/design/flow/config.mk WORK_HOME=/design/flow/orfs finish
==> ./config.mk <==
export PLATFORM = sky130hd
export DESIGN_NAME = Uart
export DESIGN_NICKNAME = Uart
export VERILOG_FILES = /design/flow/design.v
export SDC_FILE = /design/flow/constraint.sdc
export NUM_CORES = 4
export LEC_CHECK = 1
export CORE_UTILIZATION = 40
==> ./constraint.sdc <==
current_design Uart

set clk_period 4.5
set clk_io_pct 0.2

create_clock -name clk0 -period $clk_period [get_ports {clock}]

set non_clock_inputs [all_inputs -no_clocks]
set_input_delay [expr $clk_period * $clk_io_pct] -clock clk0 $non_clock_inputs
set_output_delay [expr $clk_period * $clk_io_pct] -clock clk0 [all_outputs]
==> flow_summary_export.csv <==
group,metric,value,unit
logic_synthesis,synth_area_leader_cell,"sky130_fd_sc_hd__edfxtp_1",
timing,timing.final.setup_violations,0,
logic_synthesis,postSynthSeqShare,53.0,%
die,design.portCount,22,
critical_path,setup.worst_path.start,"Rx",
cts,ctsLongestPathBuffers,2,
detailed_routing,detail-route-antenna-nets,0,
outcome,run_status,"complete, no violations",
detailed_routing,routed_wl,4160,um
layout,layout.area.comb,1150,sq um
detailed_routing,post_drt_via_cell_ratio,5.04,
critical_path,cp_data_required_time,4430,ps
die,chip_area,6940,sq um
logic_synthesis,dominant_cells_by_area_after_synthesis,"sky130_fd_sc_hd__edfxtp_1, sky130_fd_sc_hd__ha_1, sky130_fd_sc_hd__xnor2_1, sky130_fd_sc_hd__nor2_1, sky130_fd_sc_hd__nand2_1",
critical_path,cp.arrival,2550,ps
grt,grt.overflow.total,0,
grt,initial_antenna_violation_count,0,
critical_path,critical_path_peak_fanout,10,
place,preCtsSetupSlack,1530,ps
critical_path,timing.critical_path.from_type,"input pin",
logic_synthesis,ys.flops,47,
logic_synthesis,yosys_cells,230,
cts,tritoncts,"yes",
grt,grt_pass1_vias,1570,
layout,final_cell_count_no_fill,333,
die,design.core.area,6350,sq um
timing,worst_pin_slew,740,ps
timing,layout_min_cycle_time,2620,ps
power,pwr_density_cell,661,nW/um^2
layout,drive_gt1_share,7.81,%
detailed_routing,diodes,0,
cts,postCtsResizedCells,0,
timing,setup_repair_after_global_routing_missed_its_margin,"no",
critical_path,max_stage_delay,680,ps
logic_synthesis,post_synth_inst_count,230,
hold_path,min_from,"Receiver.data_received[3]$_SDFFCE_PP0P_",
power,power.ir.vdd_worst,0.000372,V
logic_synthesis,ys.warnings.count,2,
die,floorplan.rows,29,
place,placement.io_buffers,21,
detailed_routing,drt-wirelength-per-cell,12.5,um
cts,clock_latency_at_the_later_pin_of_the_worst_skew_pair,300,ps
hold_path,min_path_type,"flop to flop",
cts,h-tree-depth,2,
logic_synthesis,yosysChipArea,2640,sq um
detailed_routing,initial_drc_count,69,
cts,cts_setup_buffers,0,
cts,cts_buffers,5,
place,dpl.cell_count,325,
layout,filler_cell_count,574,
cts,ctsHoldBuffers,0,
place,dp_hpwl,3070,um
logic_synthesis,ff_type,"sky130_fd_sc_hd__edfxtp_1",
layout,flop_area,1400,sq um
power,power.leakage,1.12,nW
grt,grt_first_pass_wirelength,7160,um
logic_synthesis,synth_area_per_cell,11.5,sq um
layout,synth_to_final_area_change,14.2,%
critical_path,slowest_stage,"sky130_fd_sc_hd__clkdlybuf4s50_1",
timing,worst_slew_margin_rel,50.3,%
timing,tns,0,ps
detailed_routing,via_count,1677,
logic_synthesis,top_cell,"sky130_fd_sc_hd__edfxtp_1",
timing,fin_skew,11.8,ps
grt,groute.usage.overall,13.4,%
die,dieWidth,83.3,um
critical_path,critical_path.endpoint_type,"flop",
critical_path,cpMostUsedCell,"sky130_fd_sc_hd__xnor2_1",
flow_run,tool_warnings,34,
logic_synthesis,count_of_flip_flops_with_a_built_in_enable_after_synthesis,46,
detailed_routing,drtPass1Iterations,4,
timing,finalWorstSetupSlack,1880,ps
die,die_h,83.3,um
cts,clkSinkCount,47,
logic_synthesis,synthesis.area,2640,sq um
detailed_routing,drc_errors,0,
critical_path,worstSetupPathType,"input pin to flop",
grt,grt_start_max_net_pins,16,
die,initial_core_util,41.6,%
cts,cts_root_buffer,"sky130_fd_sc_hd__clkbuf_8",
timing,period_used_share,58.2,%
critical_path,cp_cell_sequence,"clkdlybuf4s50_1 > xor2_1 > xnor2_1 > xnor2_1 > nor2_1",
place,final_estimated_routing_congestion_in_global_placement,0.807,
timing,fmax,382,MHz
critical_path,worst_r2r_startpoint,"Transmitter.clk_per_bit_counter[0]$_DFFE_PP_",
logic_synthesis,share_of_the_synthesized_area_in_the_top_cell_type,52.3,%
timing,hold_violation_total_from_the_final_report,0,
logic_synthesis,synth.top_cells.by_count,"sky130_fd_sc_hd__edfxtp_1, sky130_fd_sc_hd__nor2_1, sky130_fd_sc_hd__nand2_1",
cts,path_clk_slew,80,ps
timing,drv_slew,0,
logic_synthesis,count_of_unique_library_cells_instantiated_by_yosys,47,
logic_synthesis,asyncSetResetFlopFracSynth,0,%
flow_run,drv.max_cap_violation_count,0,
routing by layer:
metal / vias to the layer above / routed length [um] / track usage (%)
met5: - / 0 / 0
met4: 0 / 24 / 1.72
met3: 2 / 231 / 3.53
met2: 39 / 1840 / 19.6
met1: 771 / 2060 / 22.3
li1: 865 / - / -
state kept, by name, indices dropped and copies added (netlist names):
name and cells:
Receiver.Rx 8, Receiver.clk_per_bit_counter 9, Receiver.counter 3, Receiver.data_received 8
Receiver.error 1, Receiver.state 2, Transmitter.Tx 1, Transmitter.Tx_Busy 1
Transmitter.clk_per_bit_counter 9, Transmitter.counter 3, Transmitter.state 2
cell usage in the layout (no fill, tap or decap), types with 7 or more instances in the layout:
cell | Yosys | routed
sky130_fd_sc_hd__ha_1 | 16 | 16
sky130_fd_sc_hd__nor3_1 | 9 | 9
sky130_fd_sc_hd__inv_1 | 15 | 15
sky130_fd_sc_hd__xnor2_1 | 19 | 19
sky130_fd_sc_hd__xor2_1 | 7 | 7
sky130_fd_sc_hd__nor2_1 | 27 | 27
sky130_fd_sc_hd__a21oi_1 | 8 | 8
sky130_fd_sc_hd__nand2_1 | 22 | 22
sky130_fd_sc_hd__clkdlybuf4s50_1 | 0 | 21
sky130_fd_sc_hd__edfxtp_1 | 46 | 46
final cells by class:
cell class | instances | share of cell area, %
Timing Repair Buffer | 22 | 7.21
Sequential cell | 47 | 46.4
Tap cell | 77 | 3.19
Multi-Input combinational cell | 163 | 38.2
Clock inverter | 3 | 0.663
Clock buffer | 5 | 2.28
Inverter | 16 | 1.99
critical path: cells and delay by family:
family,cells,cell delay [ps]
simple gates,1,510
xor+xnor,3,450
buf+inv,1,680
worst paths after layout:
kind	end	slack [ps]	cells past startpoint
min	Receiver.Rx[3]$_DFFE_PP_	510	0
min reg2reg	Receiver.Rx[3]$_DFFE_PP_	510	0
max	Receiver.Rx[6]$_DFFE_PP_	1880	5
max reg2reg	Transmitter.state[1]$_DFFE_PP_	2200	7
logic make-up after synthesis:
logic type,synth area share (%)
and+or+nand+nor,16.9
DFF,53.0
AOI/OAI and AO/OA,6.96
xor gates and xnor gates,8.62
buffers and inverters,3.31
adders and majority gates,7.58
muxes,3.60
metrics by stage:
step | cell area [sq um] | total power [W] | hold slack (ps) | utilization (%)
4_1_cts | 3020 | 0.00203 | 517 | 47.5
5_1_grt | 3020 | 0.00215 | 530 | 47.5
3_5_place_dp | 2930 | 0.00177 | 496 | 46.1
2_1_floorplan | 2640 | 0.00152 | 470 | -
3_3_place_gp | 2930 | 0.00175 | 503 | 46.1
6_report | 3020 | 0.00199 | 514 | 47.5
power breakdown:
group	internal (W)	switching [W]
Combinational	0.000373	0.000389
Sequential	0.000822	0.000161
Clock	0.000108	0.000141
Total	0.00130	0.000691
Power and IR drop assume default switching activity.
